--- flow/design.v ---
module bit_stuffer (
	input wire clk,
	input wire n_rst,
	input wire d_signal,
	input wire bit_stuff,
	input wire bit_strobe,
	input wire eop,
	input wire idle_state,
	output reg [2:0] bit_stuff_counter
);
always_ff @(posedge clk, negedge n_rst) begin
	if(n_rst == 1'b0) begin
		bit_stuff_counter <= 1'b0;
	end
	else if(bit_strobe) begin
		if(idle_state == 1 || !d_signal || bit_stuff || eop) begin
			bit_stuff_counter <= 1'b0;
		end
		else begin
			bit_stuff_counter <= bit_stuff_counter + 1'b1;
		end
	end
end
endmodule
--- flow/run.sh ---
#!/bin/bash
# OpenROAD 26Q1-2900-gdf79404cd8, Yosys 0.63+post, stock flow scripts
make -C /OpenROAD-flow-scripts/flow DESIGN_CONFIG=/design/flow/config.mk WORK_HOME=/design/flow/orfs finish
--- flow/config.mk ---
export PLATFORM = sky130hd
export DESIGN_NAME = bit_stuffer
export DESIGN_NICKNAME = bit_stuffer
export VERILOG_FILES = /design/flow/design.v
export SDC_FILE = /design/flow/constraint.sdc
export NUM_CORES = 4
export LEC_CHECK = 1
export CORE_AREA = 10 10 70 70
export DIE_AREA = 0 0 80 80
--- flow/constraint.sdc ---
current_design bit_stuffer

set clk_period 1.7
set clk_io_pct 0.2

create_clock -name clk0 -period $clk_period [get_ports {clk}]

set non_clock_inputs [all_inputs -no_clocks]
set_input_delay [expr $clk_period * $clk_io_pct] -clock clk0 $non_clock_inputs
set_output_delay [expr $clk_period * $clk_io_pct] -clock clk0 [all_outputs]
==> qor_table.md <==
| Step | Quantity | Value |
| --- | --- | --- |
| run status | Status | finished, final reports clean |
| job | Number of warnings in the stage logs | 25 |
| global routing | Number of antenna violations at the first check in global routing | 0 |
| finish | Area growth from synthesis to layout | 110% |
| finish | Post-route core utilization | 0.0971 |
| drt | Iteration tally of the first detailed-router pass | 2 |
| timing | Worst hold margin | 0.294 ns |
| drt | Number of antenna diodes | 0 |
| timing | RSZ-0062 raised after global routing | false |
| timing | Upper clock frequency limit | 0.704 GHz |
| min path | Min-delay worst type | input port to async pin |
| synthesis | Netlist area before placement | 158 um^2 |
| timing | Number of setup violations in the final report | 0 |
| cts | Number of buffers added to fix hold violations after cts | 0 |
| global routing | Pin count of the biggest net entering global routing | 7 |
| placed design | IO buf count | 9 |
| global routing | GR Util All Layers | 0.0181 |
| synthesis | Post-synthesis share of cell area spent on xor and xnor gates | 0 |
| setup path | Required time of the critical path | 1.36 ns |
| synthesis | Post-Synthesis Cells | 15 |
| global routing | Sum of overflow across all layers after global routing | 0 |
| synthesis | Yosys adder share | 0.0794 |
| timing | Worst relative slew slack | 0.873 |
| global routing | Global-route wire length before repair | 834 um |
| drt | WL per Instance | 6.64 um |
| setup path | Classification of the worst setup path | register to output pin |
| die | Core Region | 3420 um^2 |
| timing | Final Slew Violations | 0 |
| drt | Final ANT Viol Nets | 0 |
| synthesis | Post-synthesis chip area from yosys | 158 um^2 |
| synthesis | Synthesized flop and latch total | 3 |
| power | Switching fraction of total power | 0.207 |
| synthesis | Unique cell types | 11 |
| setup path | Critical path endpoint category | output pin |
| cts | Number of buffers added by the clock tree synthesis step | 3 |
| power | PwrDens | 673 nW/um^2 |
| cts | Clock-pin slew on the worst setup and hold paths | 0.04 ns |
| die | Starting density of the core | 0.0462 |
| power | Part of the total power dissipated in the clock network | 0.568 |
| power | Total power of the final layout | 0.000223 W |
| setup path | Critical Path Max Stage Delay | 0.48 ns |
| drt | Number of design-rule violations left by the first detailed-router iteration | 15 |
| synthesis | Ys cells | 15 |
| power | Combinational share of power | 0.102 |
| global routing | Met1 Use GR | 0.0200 |
| global routing | Global routing usage on met3 | 0.0284 |
| finish | Share of cells above drive strength 1 | 0.179 |
| placed design | Routability-driven placement congestion ratio | 0.654 |
| cts | CTS tree | built |
| finish | Largest registers | bit_stuff_counter x3 |
| global routing | Most Crowded Layer GR | met3 |
| setup path | CP startpoint kind | register |
| timing | Portion of the clock cycle consumed by the worst path in the final layout | 0.836 |
| synthesis | Top logic family | simple AND/OR/NAND/NOR gates |
| synthesis | Multiplexer area fraction after synthesis | 0 |
| synthesis | Number of warnings printed during yosys synthesis | 1 |
| synthesis | Proportion of synthesized chip area in sequential cells | 0.476 |
| cts | PostCTS Resize Cnt | 0 |
| drt | Routed WL | 491 um |
| cts | Total number of clock tree sinks | 3 |
| cts | Worst-skew pair later-pin latency | 0.23 ns |
| die | I/O pin total | 10 |
| job | Total of max-cap violations | 0 |
| timing | Least-Margin Pin Slew | 0.189 ns |
| power | Internal | 0.000177 W |
| setup path | Crit path max-delay family | buffers and inverters |
| power | Reported leakage power | 0.124 nW |
| die | DIE HEIGHT | 80 um |
| finish | Number of flip-flops in the largest register | 3 |
| finish | Top reg by flops | bit_stuff_counter |
| setup path | Largest driver fanout on the critical path | 3 |
| cts | Root cell of the clock tree | clkbuf_4 |
| power | Net switching power | 0.0000463 W |
| timing | Setup clock skew after layout | 0.000992 ns |
| setup path | Buffer-and-inverter tally for the worst setup path | 1 |
| drt | Via count | 158 |
| synthesis | Complex Gates by Area | 0.151 |
| global routing | Global routing met2 resource utilization | 0.0177 |
| cts | H-tree depth reported by CTS | 1 |
| setup path | Data arrival time of the worst path | 1.08 ns |
| timing | Time the worst path needs with I/O delays and setup | 1.42 ns |
| timing | Setup Total Neg Slack | 0 ns |
| setup path | CP Cell Sequence | clkdlybuf4s50_1 |
| synthesis | Avg Cell Area, Syn | 10.5 um^2 |
| drt | Via-per-instance ratio | 2.14 |
| drt | Remaining DRCs | 0 |
| global routing | Number of global-route vias before repair | 187 |
| power | Sequential power share | 0.330 |
| die | Std-Cell Rows | 21 |
| timing | Final number of hold-violating endpoints | 0 |
| die | Full die area | 6400 um^2 |
| die | Die Width | 80 um |
| synthesis | Area fraction in and, or, nand and nor cells after synthesis | 0.246 |
| cts | Maximum root-to-sink buffer count | 2 |
| power | Worst supply voltage drop on vdd | 0.116 mV |
| setup path | Slowest cell on the critical path | clkdlybuf4s50_1 |
| cts | Post-CTS setup buffer count | 0 |
==> power groups by stage <==
stage / combinational, W / sequential, W / clock [W]
5_1_grt: 0.0000256 / 0.0000737 / 0.000141
4_1_cts: 0.0000232 / 0.0000736 / 0.000133
6_report: 0.0000228 / 0.0000737 / 0.000127
==> metal layers <==
| layer | part of all wire | routed length [um] |
|---|---|---|
| met5 | 0 | 0 |
| met4 | 0 | 0 |
| met3 | 0.29 | 144 |
| met2 | 0.23 | 113 |
| met1 | 0.47 | 233 |
==> worst register-to-register path: cells and delay by family, from the launching register on <==
| family | cells | cell delay (ns) |
|---|---|---|
| flops | 1 | 0.39 |
| fa+ha+maj | 1 | 0.22 |
| compound gates | 1 | 0.15 |
| simple gates | 2 | 0.12 |
==> synth_stat cells <==
cell type | n | share of area
nor3_2 | 1 | 0.063
a21o_1 | 1 | 0.048
o21ai_0 | 1 | 0.032
o22ai_1 | 1 | 0.040
or4b_4 | 1 | 0.087
dfrtp_1 | 3 | 0.48
inv_1 | 2 | 0.048
nand3b_1 | 1 | 0.048
o21ai_1 | 1 | 0.032
nand2_1 | 2 | 0.048
ha_1 | 1 | 0.079
==> cells by family (layout without fill, tap and decap cells) <==
| logic type | Yosys count | after routing |
|---|---|---|
| flip-flops | 3 | 3 |
| adder cells (fa/ha/maj) | 1 | 1 |
| AND/OR/NAND/NOR | 5 | 5 |
| buffers and inverters | 2 | 15 |
| AND-OR/OR-AND | 4 | 4 |
==> cell usage in the layout, fill, tap and decap left out <==
master and instances:
ha_1 1, clkbuf_4 3, inv_1 2, nor3_2 1, nand3b_1 1, o22ai_1 1, nand2_1 2, clkbuf_1 1
clkdlybuf4s50_1 9, a21o_1 1, o21ai_1 1, dfrtp_1 3, o21ai_0 1, or4b_4 1
==> metrics by stage <==
stage	cells	instance area (um^2)	setup WS [ns]
2_1_floorplan	15	158	0.518
3_3_place_gp	70	305	0.0609
3_5_place_dp	70	305	0.0427
4_1_cts	74	332	0.266
5_1_grt	74	332	0.220
6_report	74	332	0.279
==> final timing paths <==
path	from	endpoint	slack, ns	depth (start not counted)
max in group asynchronous	n_rst	bit_stuff_counter[2]	1.26	1
setup / recovery	bit_stuff_counter[0]	bit_stuff_counter[0]	0.28	1
hold / removal	n_rst	bit_stuff_counter[0]	0.29	1
hold reg to reg	bit_stuff_counter[2]	bit_stuff_counter[2]	0.53	1
setup reg to reg	bit_stuff_counter[0]	bit_stuff_counter[2]	0.71	4
min in group clk0	bit_stuff_counter[2]	bit_stuff_counter[2]	0.53	1
==> layout make-up <==
cell class                 count  area [um^2]
fill                         408         3080
timing repair buffer           9         90.1
sequential                     3         75.1
multi-input combinational     10         75.1
tap                           46         57.6
clock buffer                   4         26.3
inverter                       2         7.51
Power figures rest on the tool's default switching activity, not on a simulated workload.
