File: ./run.sh
#!/bin/bash
# OpenROAD 26Q1-2900-gdf79404cd8, Yosys 0.63+post, stock flow scripts
make -C /OpenROAD-flow-scripts/flow DESIGN_CONFIG=/design/flow/config.mk WORK_HOME=/design/flow/orfs finish
File: ./config.mk
export PLATFORM = sky130hd
export DESIGN_NAME = counter
export DESIGN_NICKNAME = counter
export VERILOG_FILES = /design/flow/design.v
export SDC_FILE = /design/flow/constraint.sdc
export NUM_CORES = 4
export LEC_CHECK = 1
export CORE_AREA = 10 10 84 84
export DIE_AREA = 0 0 94 94
File: ./constraint.sdc
current_design counter

set clk_period 2.7
set clk_io_pct 0.2

create_clock -name clk0 -period $clk_period [get_ports {clk}]

set non_clock_inputs [all_inputs -no_clocks]
set_input_delay [expr $clk_period * $clk_io_pct] -clock clk0 $non_clock_inputs
set_output_delay [expr $clk_period * $clk_io_pct] -clock clk0 [all_outputs]
File: ./design.v
module counter (
	input wire clk, 
	input wire n_rst, 
	input wire cnt_up, 
	input wire clear, 
	output reg one_k_samples
); 
reg [9:0] count; 
reg [9:0] rollover_value;
assign rollover_value = 10'd1000; 
flex_counter #(.NUM_CNT_BITS(10) )  CNT( .clk(clk), .n_rst(n_rst),
                            .clear(clear), 
                            .count_enable(cnt_up), 
                            .rollover_val(rollover_value),
                            .rollover_flag(one_k_samples), 
							.count_out(count) ); 
endmodule  
module flex_counter
#(
	parameter NUM_CNT_BITS = 4
)
(
	input wire clk,  
	input wire n_rst,  
	input wire clear,  
	input wire count_enable,  
	input wire [(NUM_CNT_BITS - 1):0] rollover_val,  
	output reg [(NUM_CNT_BITS - 1):0] count_out,  
	output reg rollover_flag
);
reg [(NUM_CNT_BITS - 1):0] next_count;
reg next_rollover;
always_comb
begin: NEXT_LOGIC
	next_count = count_out;
	if ( clear == 1'b1) begin 
		next_count = 0; 
	end 
	else if ( count_enable == 1'b1 ) begin 
		if ( count_out == rollover_val) begin 
			next_count = 'd1; 
		end
		else begin 
			next_count = count_out + 1; 
		end 
	end 
	else if ( count_enable == 1'b0) begin 
			next_count = count_out;
	end
end
always_comb
begin: ROLLOVER_NEXT_LOGIC
	next_rollover = 1'b0;
	if ( clear == 1'b1) begin 
		next_rollover = 1'b0; 
	end 
	else if ( count_enable == 1'b1) begin 
		if ( count_out == (rollover_val - 1) ) begin 
			next_rollover = 1'b1; 
		end
	end 
	else if ( count_enable == 1'b0) begin 
		if ( count_out == (rollover_val) ) begin 
			next_rollover = 1'b1; 
		end 
	end 
end 
always_ff @ (posedge clk, negedge n_rst)
begin: ROLLOVER_REG_LOGIC
	if (1'b0 == n_rst ) begin
		rollover_flag <= 0;
	end
	else begin
		rollover_flag <= next_rollover;
	end
end
always_ff @ (posedge clk, negedge n_rst)
begin: COUNT_REG_LOGIC
	if (1'b0 == n_rst ) begin
		count_out <= 0;
	end
	else begin
		count_out <= next_count;
	end
end
endmodule
==> flow_metrics.py <==
# Physical implementation metrics
metrics = {
    "min_path": {
        "worst_hold_path_type": "reg -> reg",
    },
    "global_route": {
        "globalRoute.totalOverflow": 0,
        "global_route_wire_length_before_repair_microns": 2640,
        "via_count_of_the_first_global_routing_pass": 540,
        "grt_start_max_net_pins": 12,
        "grt_use_total_pct": 3.67,
        "antenna_found_initial": 0,
    },
    "timing": {
        "number_of_hold_violations_in_the_final_report": 0,
        "finalHoldWorstSlack_ns": 0.578,
        "period_minus_slack_ns": 2.03,
        "rsz0062_at_grt": "no",
        "finClkSkew_ns": 0.000841,
        "timing_max_transition_violations_final": 0,
        "timing.max_slew.rel_slack_pct": 65.2,
        "totalNegativeSetupSlack_ns": 0,
        "worstMarginPinSlew_ns": 0.521,
        "timing.final.crit_share_pct": 75.1,
        "timing.final.setup_violations": 0,
        "maxClockFrequency_mhz": 493,
        "timing.final.ws_setup_ns": 0.671,
    },
    "detailed_routing": {
        "detail_route.antenna_diodes": 0,
        "remaining_drc_errors": 0,
        "avgViaCountPerCell": 4.06,
        "dr.pass1.iters": 6,
        "antenna_left": 0,
        "num_vias": 588,
        "routed_wire_length_per_instance_microns": 10.7,
        "detailedRoute.firstIterationViolations": 42,
        "drt-total-wl_microns": 1550,
    },
    "setup_path": {
        "critical_path.max_fanout": 10,
        "cp_slowest_cell": "clkdlybuf4s50_1",
        "criticalPathCategory": "in -> reg",
        "endpoint_kind": "flop",
        "critical_path_required_ns": 2.86,
        "cp_top_family": "buffers and inverters",
        "startpoint_type": "input pin",
        "arrival_ns": 2.19,
        "timing.critical_path.buf_inv": 1,
        "worstPathCellList": "clkdlybuf4s50_1 -> o2111ai_2 -> or4_1 -> a21oi_1",
        "slowest_delay_ns": 0.71,
    },
    "final_layout": {
        "finalNonFillerCells": 145,
        "drive_gt1_share_pct": 6.67,
        "stdcell_area_sq_um": 840,
        "flow.area_growth_from_synthesis_pct": 23.1,
        "post-route-util_pct": 16.1,
    },
    "floorplan": {
        "die.size.y_microns": 94,
        "core.rowCount": 26,
        "num_io_pins": 5,
        "die_width_microns": 94,
        "chipArea_sq_mm": 0.00884,
        "floorplan.initialDensity_pct": 13.1,
        "floorplan.core_area_sq_mm": 0.00520,
    },
    "clock_network": {
        "max-clock-path-buffers": 2,
        "cts_repair_resize_count": 0,
        "clock_tree.htree_level_count": 1,
        "worst_setup_hold_path_clk_slew_ns": 0.05,
        "clock_root_cell": "clkbuf_8",
        "clk-insertion-delay-late_ns": 0.24,
        "clock_tree_from_tritoncts": "yes",
        "ctsHoldBuffers": 0,
        "sink_count_of_the_clock_tree": 11,
        "post_cts.repair.setup_buffers": 0,
        "tritoncts.num_buffers": 3,
    },
    "logic_synthesis": {
        "ys_types": 29,
        "mappedNetlistArea_sq_um": 682,
        "ys_seq_share_pct": 40.4,
        "synth_warnings": 2,
        "synth_flop_count": 11,
        "synth_chip_area_sq_um": 682,
        "postSynthCellCount": 70,
        "synth_area_per_cell_sq_um": 9.74,
        "number_of_standard_cells_reported_by_yosys": 70,
    },
    "place": {
        "placement.setup.worst_slack_ns": 0.446,
        "dp_cells": 141,
        "io_buffers": 4,
        "gp_congestion": 0.831,
        "placed_cell_areas_sq_um": 795,
        "dp_hpwl_microns": 1100,
    },
    "power": {
        "cell_leakage_power_nw": 0.300,
        "cellPowerDensity_mw_per_mm2": 431,
        "max-vdd-ir-drop_v": 0.000124,
        "power.total_uw": 362,
    },
    "outcome": {
        "status": "finished, final reports clean",
    },
    "flow_run": {
        "timing.max_cap.violations": 0,
        "openroad.warnings": 26,
    },
}
==> worst paths after layout <==
check,slack [ns],to,from,depth (start not counted)
max,0.67,CNT.count_out[8]$_DFFE_PN0P_,clear,4
min,0.58,CNT.count_out[7]$_DFFE_PN0P_,CNT.count_out[7]$_DFFE_PN0P_,2
max reg2reg,0.90,CNT.count_out[9]$_DFFE_PN0P_,CNT.count_out[0]$_DFFE_PN0P_,5
min reg2reg,0.58,CNT.count_out[7]$_DFFE_PN0P_,CNT.count_out[7]$_DFFE_PN0P_,2
max in group asynchronous,1.70,CNT.count_out[9]$_DFFE_PN0P_,n_rst,1
min in group asynchronous,0.65,CNT.rollover_flag$_DFF_PN0_,n_rst,1
==> power by group <==
group          switching, mW  internal [mW]  total [mW]
registers            0.00428          0.168       0.172
clock network         0.0609          0.104       0.165
logic                 0.0154        0.00989      0.0253
==> sequential cells by signal, indices dropped and copies added (netlist names) <==
| name | cells |
|---|---|
| CNT.rollover_flag | 1 |
| CNT.count_out | 10 |
==> synth_stat cells <==
cell type  count  area (sq um)
inv_1          7          26.3
ha_1           2          25.0
o211a_1        1          10.0
nand4b_1       2          17.5
a2bb2oi_1      1          8.76
xor2_1         1          8.76
o211ai_1       1          7.51
o21ai_0        2          10.0
a21oi_1        7          35.0
and3b_1        1          8.76
o32a_1         1          10.0
nor4_1         1          6.26
a211oi_1       1          7.51
o41ai_4        1          27.5
o2111ai_2      1          15.0
o41ai_1        2          17.5
nand2_1        6          22.5
o311a_1        1          10.0
o31ai_1        2          15.0
and4_1         1          8.76
dfrtp_1       11           275
nand3b_1       4          30.0
nand3_1        2          10.0
buf_2          3          15.0
nor2_1         2          7.51
or4_1          1          7.51
o311ai_0       2          17.5
o2111ai_1      1          8.76
or3_1          2          12.5
==> cell families (layout without fill, tap and decap cells) <==
family                     Yosys count  count (layout)  synth area share [%]
AOI/OAI and AO/OA                   24              24                  29.4
xor gates and xnor gates             1               1                  1.28
adders and majority gates            2               2                  3.67
buffers and inverters               10              15                  6.06
DFF                                 11              11                  40.4
and+or+nand+nor                     22              22                  19.3
==> metal layers <==
layer | track usage, % | part of all wire (%) | routed length (microns) | vias to the layer above
met5 | 0 | 0 | 0 | -
met4 | 0.506 | 1.5 | 23 | 0
met3 | 1.94 | 7.3 | 114 | 2
met2 | 5.24 | 43 | 670 | 16
met1 | 4.91 | 48 | 745 | 290
li1 | - | - | - | 280
==> worst min-delay path, cell delays in order (launching register included) <==
cell     delay [ns]
dfrtp_1        0.39
o41ai_1        0.08
a21oi_1        0.06
==> placed cells by master, fill, tap and decap left out <==
| cell | instances |
|---|---|
| nand2_1 | 6 |
| o32a_1 | 1 |
| nand3b_1 | 4 |
| ha_1 | 2 |
| xor2_1 | 1 |
| nand4b_1 | 2 |
| a2bb2oi_1 | 1 |
| o2111ai_1 | 1 |
| o211ai_1 | 1 |
| a21oi_1 | 7 |
| o311a_1 | 1 |
| clkdlybuf4s50_1 | 4 |
| a211oi_1 | 1 |
| clkbuf_1 | 1 |
| o31ai_1 | 2 |
| nor2_1 | 2 |
| o211a_1 | 1 |
| and4_1 | 1 |
| o41ai_1 | 2 |
| o2111ai_2 | 1 |
| inv_1 | 7 |
| or3_1 | 2 |
| o311ai_0 | 2 |
| o21ai_0 | 2 |
| dfrtp_1 | 11 |
| and3b_1 | 1 |
| clkbuf_8 | 3 |
| nand3_1 | 2 |
| o41ai_4 | 1 |
| nor4_1 | 1 |
| or4_1 | 1 |
==> layout make-up <==
class	count	area, sq um
Clock buffer	4	45.0
Fill cell	580	4370
Inverter	7	26.3
Multi-Input combinational cell	49	365
Sequential cell	11	275
Tap cell	70	87.6
Timing Repair Buffer	4	40.0
No activity file was given, so power comes from the tool's default toggle rates.
